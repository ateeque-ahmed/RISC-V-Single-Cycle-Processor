==> design/flow/design.v <==
`timescale 1ns / 1ps
module MUX(
    input [31:0] A,
    input [31:0] B,
    input S,
    output reg [31:0] Y
    );
always@(A,B)
if(S == 0)
begin
Y = A;
end
else
begin
Y = B;
end
endmodule
==> design/flow/run.sh <==
#!/bin/bash
# OpenROAD 26Q1-2900-gdf79404cd8, Yosys 0.63+post, stock flow scripts
make -C /OpenROAD-flow-scripts/flow DESIGN_CONFIG=/design/flow/config.mk WORK_HOME=/design/flow/orfs finish
==> design/flow/config.mk <==
export PLATFORM = sky130hd
export DESIGN_NAME = MUX
export DESIGN_NICKNAME = MUX
export VERILOG_FILES = /design/flow/design.v
export SDC_FILE = /design/flow/constraint.sdc
export NUM_CORES = 4
export LEC_CHECK = 1
export CORE_AREA = 10 10 71 71
export DIE_AREA = 0 0 81 81
==> design/flow/constraint.sdc <==
current_design MUX

set clk_period 1.0
set clk_io_pct 0.2

create_clock -name clk0 -period $clk_period

set non_clock_inputs [all_inputs -no_clocks]
set_input_delay [expr $clk_period * $clk_io_pct] -clock clk0 $non_clock_inputs
set_output_delay [expr $clk_period * $clk_io_pct] -clock clk0 [all_outputs]
==> run notes <==
yosys + openroad results -> status complete, but fails checks, failing checks negative setup slack, worst-path fanout max 8, max cap viols 0, warning total across the stage logs 34, synthesis-to-layout area growth 193%, Gate Count Post-Synth 36, CP Launch Type input port, die area 0.00656 mm2, Hold Buf Count CTS 0, mux frac, synth 0.869, CP endpoint kind output pin, DRC violations left 0, crit path time final 1.09 ns, worst slack, placed -0.519 ns, slew margin rel. 0.926, first-pass GRT wire length 4.18 mm, largest stage delay on the critical path 0.30 ns, Peak VDD IR 0.000170 V, most used cell, CP buf_16, Port Buffers 97, Antenna Nets Post-Route 0, LEAKAGE 0.860 nW, XOR/XNOR Area Share 0, Worst Tran Pin Value 0.110 ns, grt ovf 0, vias in the first global route 787, Max Clk Rate 917 MHz, share of layout cells above drive strength 1 0.529, initial antenna violation count 0, synthesized area 544 um2, worst setup margin -0.0908 ns, Total Routing Usage GR 0.0808, die y size 81 um, Logic area 480 um2, largest net degree at the start of global routing 9, DR iter-0 viols 7, CP max-delay cell mux2_4, Simple Share, Synth 0, Top Family by Delay on Critical Path buffers and inverters, Die X-Extent 81 um, vias 706, wire per inst 16.0 um, Top Ports 97, Crit path required time 0.80 ns, PwrDens 397 mW/mm2, RSZ-0062 raised after global routing yes, WL final 2.95 mm, Critical Path AT 0.89 ns, period utilization 1.09, critical path buffer and inverter count 3, Yosys chip area 544 um2, CLK BUF 0, Warnings, synthesis 1, router iterations before antenna repair 2, Inserted Diodes 0, starting density of the core 0.150, detailed placement HPWL 2.53 mm, max-slew violation count 0, Min-Delay Path Class in -> out, Adder Share, Synth 0, std cell rows 22, Core ar. 0.00363 mm2, flip-flops 0, via/cell ratio 3.84, yosys cell count 36, Compound Share, Synth 0, Final setup viols 31, gpl congestion 0.809, worst setup path start S, final hold vios 0, tally of filler cells in the layout 369, hold_sp B[29], worst hold margin 0.770 ns, Seq share, synth 0, FF+latch area 0 um2, CP cell instances buf_16 > buf_16 > mux2_4 > buf_6, Syn Area/Cell 15.1 um2, WS Path Type in -> out, Unique cell types 4, comb area leader multiplexers
[what timing repair did]
item,in CTS,in global routing
endpoints found under the setup margin,32,32
gates resized,185,11
setup buffers,0,0
gates cloned,4,0
[cells in the mapped netlist (all sizes together)]
library cell / count / area share
buf: 4 / 0.13
mux2: 32 / 0.87
[stage by stage]
step	utilization	setup TNS, ns	std cells	power, mW	instance area [um2]
global route	0.438	-3.16	184	0.676	1590
global placement	0.426	-15.91	180	0.659	1550
finish	0.438	-2.61	184	0.632	1590
CTS	0.421	-2.74	184	0.604	1530
detailed placement	0.426	-15.94	180	0.662	1550
floorplan	-	0	36	0.206	544
[placed cells by master (no fill, tap or decap), drive strengths merged]
cell,instances
clkdlybuf4s15,2
dlygate4sd2,62
buf,40
mux2,32
[per-layer routing]
metal	up-vias	global-route usage	share of wire
li1	341	-	-
met1	315	0.0948	0.38
met2	50	0.144	0.51
met3	0	0.0323	0.12
met4	0	0	0
met5	-	0	0
[cells by family after synthesis]
logic type / count (synthesis)
muxes: 32
buffers and inverters: 4
[cell type report]
cell class | instances | area share
repair buffers | 104 | 0.661
multi-input cells | 32 | 0.302
well taps | 48 | 0.0377
[power breakdown]
part / switching [mW] / internal, mW / leakage (nW)
sequential: 0 / 0 / 0
combinational: 0.142 / 0.490 / 0.860
clock: 0 / 0 / 0
total: 0.142 / 0.490 / 0.860
[final timing paths]
kind,to,cells after the start
setup / recovery,Y[25],4
hold / removal,Y[29],3
[tightest hold or removal path: cells and delay by family]
| family | cells | cell delay (ns) |
|---|---|---|
| mux | 1 | 0.14 |
| buf+inv | 2 | 0.24 |
No activity file was given, so power comes from the tool's default toggle rates.
