==> ./design.v <==
`timescale 1ns / 1ps
module register_file(
    input [4:0] rs1,
    input [4:0] rs2,
    input [4:0] rd,
    input [31:0] sign_extend,
    input load_cond,
    output [31:0] Data1,
    output [31:0] Data2,
    input [31:0] wd,
    input RegWrite,
    input clk,
    input Reset
    );
    integer i;
    reg [31:0] RegMem [31:0];
    always@(posedge clk,negedge Reset)
    begin
        if(Reset==0)
        begin
            RegMem[0]=32'h0;
            RegMem[1]=32'h2;
            RegMem[2]=32'h3;
            RegMem[4]=32'h0;
            RegMem[5]=32'h0A;
            RegMem[6]=32'h6;
            RegMem[8]=32'h0;
            RegMem[9]=32'h7;
            RegMem[10]=32'h4;
            RegMem[11]=32'h0;
            RegMem[13]=32'h0;
        end
        else if(RegWrite)
        begin
            if(load_cond == 1)
            begin
                RegMem[rd]= sign_extend;
            end
            else
            begin
                RegMem[rd]=wd;
            end
        end
    end
    assign Data1=RegMem[rs1];
    assign Data2=RegMem[rs2];
endmodule
==> ./run.sh <==
#!/bin/bash
# OpenROAD 26Q1-2900-gdf79404cd8, Yosys 0.63+post, stock flow scripts
make -C /OpenROAD-flow-scripts/flow DESIGN_CONFIG=/design/flow/config.mk WORK_HOME=/design/flow/orfs finish
==> ./config.mk <==
export PLATFORM = sky130hd
export DESIGN_NAME = register_file
export DESIGN_NICKNAME = register_file
export VERILOG_FILES = /design/flow/design.v
export SDC_FILE = /design/flow/constraint.sdc
export NUM_CORES = 4
export LEC_CHECK = 1
export CORE_UTILIZATION = 30
==> ./constraint.sdc <==
current_design register_file

set clk_period 10.3
set clk_io_pct 0.2

create_clock -name clk0 -period $clk_period [get_ports {clk}]

set non_clock_inputs [all_inputs -no_clocks]
set_input_delay [expr $clk_period * $clk_io_pct] -clock clk0 $non_clock_inputs
set_output_delay [expr $clk_period * $clk_io_pct] -clock clk0 [all_outputs]
==> job_summary.md <==
### Yosys + OpenROAD results

| Metric | Value |
|---|---|
| Result of the run | `completed` |
| Congestion Overflow GR | `0` |
| Worst Path Max Fanout | `33` |
| Synthesized-area fraction occupied by adder cells | `0%` |
| Flop2flop setup slack | `9.43 ns` |
| Row cnt | `147` |
| Fraction of registers with async set or reset after synthesis | `34.4%` |
| Worst hold path endpoint | `RegMem[1][1]$_DFFE_PN1P_` |
| HP Class | `flip-flop to flip-flop` |
| Min Tclk post-route | `8.72 ns` |
| Number of distinct standard cells referenced by the synthesized netlist | `64` |
| Post-CTS Resized | `0` |
| Synthesized registers | `1024` |
| Post-CTS Setup Inserts | `0` |
| Final setup margin | `1.58 ns` |
| Cell area leaders | `sky130_fd_sc_hd__edfxtp_1, sky130_fd_sc_hd__dfrtp_1, sky130_fd_sc_hd__nand3_1, sky130_fd_sc_hd__a22oi_1, sky130_fd_sc_hd__nand4_1` |
| VDD IR max | `0.140 mV` |
| Main flop type | `sky130_fd_sc_hd__edfxtp_1` |
| Drt wl/cell | `39.5 um` |
| Clock Sink Count | `1024` |
| Via count of the first global-routing pass | `45000` |
| DP HPWL | `167 mm` |
| Num CTS Buffers | `112` |
| Area leader, netlist | `sky130_fd_sc_hd__edfxtp_1` |
| DR vias | `45700` |
| Avg Vias per Cell | `6.64` |
| TritonCTS clock tree | `built` |
| Mean post-synth cell area | `10.6 um2` |
| Areal power density over the cells | `186 nW/um2` |
| Area overhead of the layout relative to synthesis | `17.7%` |
| Number of cells in the yosys synthesis report | `4577` |
| Portion of the post-synthesis area used by sequential elements | `59.8%` |
| Launch instance of the worst register-to-register path | `RegMem[10][30]$_DFFE_PN0P_` |
| TritonRoute pass-1 iters | `7` |
| Post-synth EDFFs | `672` |
| Overall track demand over capacity in global routing | `34.4%` |
| DIE HEIGHT | `404 um` |
| Port buffer count | `146` |
| Mux share | `0.748%` |
| Area share of the leading cell type in the synthesized netlist | `41.6%` |
| Core box area | `161000 um2` |
| Count of unresolved DRC violations after routing | `0` |
| Number of warnings in the stage logs | `26` |
| Hold wc startpoint | `RegMem[1][1]$_DFFE_PN1P_` |
| Number of hold violations in the final report | `0` |
| Clock H-tree levels | `3` |
| Total negative setup slack | `0 ns` |
| Number of antenna violations at the first check in global routing | `13` |
| Cell count after synthesis | `4577` |
| Critical setup path kind | `input pin to output port` |
| Leakage dissipation | `20.7 nW` |
| Warning count from the yosys run | `2` |
| Setup Viol. Count Final | `0` |
| Post-synth design cell area | `48500 um2` |
| Cell breakdown of the critical path | `clkdlybuf4s50_1, buf_4, nor3b_2, buf_4, and2_1, buf_4, a222oi_1, and3_1, a31oi_1, clkdlybuf4s50_1` |
| Kind of launch point of the worst setup path | `input pin` |
| Largest delay share family, worst path | `buffers and inverters` |
| Endpoint kind of the worst setup timing path | `output port` |
| Yosys xor share | `0%` |
| CP bufs+invs | `5` |
| Flip-flop count of the largest register, all copies and words added | `1024` |
| Area of the synthesized netlist per yosys stat | `48500 um2` |
| Number of slew-limit violations in the final report | `0` |
| Wire length of the first global-routing pass | `368 mm` |
| Crit-path slowest cell | `sky130_fd_sc_hd__and2_1` |
| Slew headroom | `24.5%` |
| Die outline width | `404 um` |
| Starting DRT DRC Count | `6311` |
| Share of post-route cells with drive strength above 1 | `11.3%` |
| Tally of nets with antenna violations remaining after routing | `0` |
| Most frequent cell on the critical path | `sky130_fd_sc_hd__buf_4` |
| I/O pin count | `147` |
| Unrepaired setup endpoints after global routing | `false` |
| Overall routed net length | `272 mm` |
| Simple-gate area share of the yosys netlist | `22.4%` |
| Largest net degree at the start of global routing | `95` |
| Post-placement worst setup slack | `1.95 ns` |
| Core Util at FP | `30.2%` |
| Depth of the worst register-to-register path | `2` |
| Combinational family with the most area after synthesis | `simple AND/OR/NAND/NOR gates` |
| Measured slew at the worst slew-check pin | `1.13 ns` |
| Max-capacitance violation count | `0` |
| Highest Clock Rate | `115 MHz` |
| Post-Synth AOI/OAI Area | `13.0%` |
| Final weighted congestion in routability-driven placement | `1.07` |
| Chip Area | `163000 um2` |
| Largest stage delay on the critical path | `0.89 ns` |
| Required time of the critical path | `8.24 ns` |
| Worst Hold Path Cells | `2` |
| Final worst-path cycle share | `84.7%` |
| Worst r2r dst | `RegMem[10][30]$_DFFE_PN0P_` |
| Buffer type at the clock tree root | `sky130_fd_sc_hd__clkbuf_16` |
| Post-CTS Hold Buffers | `0` |
| Worst Skew | `0 ns` |
| Clock-pin slew on the worst setup and hold paths | `0.06 ns` |
| Late-Pin Clk Latency | `0.76 ns` |
| Worst Path Arrival | `6.66 ns` |
| Clk buf depth | `3` |
[routing by layer]
layer  up-vias  global-route usage [%]  share of wire (%)
li1      17800                       -                  -
met1     21800                    38.2                 32
met2      4622                    45.1                 40
met3      1353                    25.8                 19
met4        49                    23.3                9.2
met5         -                    5.77               0.40
[worst max path at each step]
stage,end,startpoint,depth (start not counted),slack (ns)
after CTS,Data2[9],rs2[1],11,1.92
after global routing,Data2[9],rs2[1],11,1.80
final,Data2[9],rs2[4],10,1.58
[cell usage in the layout, fill, tap and decap left out, drive strengths merged, types with 10 or more instances in the layout]
cell type,instances
dfstp,11
nor2,150
a2111oi,55
a222oi,21
o32a,47
o21ai,300
edfxtp,672
nor4,19
nand2,302
and3,180
and2,42
inv,47
a22o,23
buf,246
nor3,24
dfrtp,341
and4,14
a22oi,332
a31oi,17
bufinv,12
or4,44
clkinv,37
clkdlybuf4s50,140
mux2i,34
nand3,970
diode,12
clkbuf,155
a21oi,77
a221oi,10
nand4,285
[synth_stat cells (34+ instances only)]
cell type and n:
sky130_fd_sc_hd__edfxtp_1 672, sky130_fd_sc_hd__buf_1 38, sky130_fd_sc_hd__a2111oi_0 55, sky130_fd_sc_hd__o21ai_0 300, sky130_fd_sc_hd__dfrtp_1 341, sky130_fd_sc_hd__nor2_1 149, sky130_fd_sc_hd__nand4_1 285, sky130_fd_sc_hd__o32a_1 47
sky130_fd_sc_hd__a22oi_1 332, sky130_fd_sc_hd__and2_1 37, sky130_fd_sc_hd__a21oi_1 77, sky130_fd_sc_hd__and3_1 180, sky130_fd_sc_hd__or4_1 44, sky130_fd_sc_hd__clkbuf_1 340, sky130_fd_sc_hd__buf_2 88, sky130_fd_sc_hd__nand3_1 970
sky130_fd_sc_hd__inv_1 39, sky130_fd_sc_hd__mux2i_1 34, sky130_fd_sc_hd__nand2_1 302
[worst min-delay path, cell delays in order (launching register included)]
cell	delay [ns]
sky130_fd_sc_hd__dfstp_2	0.37
sky130_fd_sc_hd__nand2_1	0.04
sky130_fd_sc_hd__o21ai_0	0.07
[power by group]
| group | total, mW | switching [mW] | internal (mW) |
|---|---|---|---|
| Combinational | 1.11 | 0.757 | 0.354 |
| Sequential | 5.09 | 0.366 | 4.72 |
| Clock | 4.40 | 1.82 | 2.58 |
[layout make-up]
class / count / area [um2]
well taps: 2160 / 2700
repair buffers: 386 / 3310
multi-input cells: 3047 / 17900
flip-flops and latches: 1024 / 29000
diodes: 12 / 30.0
clock inverters: 59 / 649
fillers: 15600 / 103000
inverters: 39 / 146
clock buffers: 155 / 3360
[per-stage QoR]
stage | std cells | power (mW) | cell area [um2] | util (%) | hold slack (ns)
after global placement | 6656 | 6.20 | 53100 | 33.1 | 0.477
after detailed placement | 6656 | 6.21 | 53100 | 33.1 | 0.490
after CTS | 6870 | 10.5 | 57100 | 35.6 | 0.498
after global routing | 6871 | 10.8 | 57100 | 35.6 | 0.517
final | 6882 | 10.6 | 57100 | 35.6 | 0.501
after floorplan | 4577 | 5.51 | 48500 | - | 0.455
[logic make-up (layout without fill, tap and decap cells)]
kind of cell,count (synthesis),count (layout)
other,0,12
AND-OR/OR-AND,923,923
buffers and inverters,506,639
multiplexers,36,36
AND/OR/NAND/NOR,2088,2088
flip-flops,1024,1024
No activity file was given, so power comes from the tool's default toggle rates.
