**design/flow/design.v**
```verilog
`timescale 1ns / 1ps
module Instruction_Fetch(
    input clk,
    input reset,
    output [31:0] Instruction_code
    );
reg [31:0]PC;
Instruction_Memory imem(PC, reset, Instruction_code);
always@(posedge clk, negedge reset)
begin
	if(reset == 0)
		PC <= 0;
	else
		PC <= PC+4;
end
endmodule
`timescale 1ns / 1ps
module Instruction_Memory(
    input [31:0] PC,
    input reset,
    output [31:0] Instruction_Code
    );
reg [7:0] Mem [35:0];
assign Instruction_Code = {Mem[PC+3],Mem[PC+2],Mem[PC+1],Mem[PC]};
always @(reset)
begin
if(reset==0)
begin
Mem[3] = 8'h00; Mem[2] = 8'h01; Mem[1] = 8'h10; Mem[0] = 8'h20; 
Mem[7] = 8'h00; Mem[6]=8'h85; Mem[5]=8'h30; Mem[4]=8'h22; 
Mem[11] = 8'h01; Mem[10] = 8'h09; Mem[9] = 8'h50; Mem[8] = 8'h24; 
Mem[15] = 8'h01; Mem[14] = 8'h28; Mem[13] = 8'h50; Mem[12] = 8'h25; 
Mem[19] = 8'h01; Mem[18] = 8'h66; Mem[17] = 8'h01; Mem[16] = 8'h80; 
Mem[23] = 8'h01; Mem[22] = 8'hA9; Mem[21] = 8'h02; Mem[20] = 8'h82; 
Mem[27] = 8'hFC; Mem[26] = 8'h20; Mem[25] = 8'h00; Mem[24] = 8'h08; 
end
end
endmodule
```
**design/flow/run.sh**
```bash
#!/bin/bash
# OpenROAD 26Q1-2900-gdf79404cd8, Yosys 0.63+post, stock flow scripts
make -C /OpenROAD-flow-scripts/flow DESIGN_CONFIG=/design/flow/config.mk WORK_HOME=/design/flow/orfs finish
```
**design/flow/config.mk**
```make
export PLATFORM = sky130hd
export DESIGN_NAME = Instruction_Fetch
export DESIGN_NICKNAME = Instruction_Fetch
export VERILOG_FILES = /design/flow/design.v
export SDC_FILE = /design/flow/constraint.sdc
export NUM_CORES = 4
export LEC_CHECK = 1
export CORE_AREA = 10 10 70 70
export DIE_AREA = 0 0 80 80
```
**design/flow/constraint.sdc**
```tcl
current_design Instruction_Fetch

set clk_period 1.5
set clk_io_pct 0.2

create_clock -name clk0 -period $clk_period [get_ports {clk}]

set non_clock_inputs [all_inputs -no_clocks]
set_input_delay [expr $clk_period * $clk_io_pct] -clock clk0 $non_clock_inputs
set_output_delay [expr $clk_period * $clk_io_pct] -clock clk0 [all_outputs]
```
==> Slide: Implementation Results <==
Flow Results at a Glance

Setup path
  – Reg2Reg Depth: 4
  – R2R Path End: PC[4]
  – Crit Path Max Fanout: 3
  – Crit path launch type: flip-flop
  – Element type at the critical path end: output pin
  – RR Startpoint: PC[2]
  – WP data arrival: 1.51 ns
  – Setup slack, reg-to-reg: 0.42 ns
  – Crit Path Class: reg2out
  – Worst endpoint required time: 1.20 ns

Clock tree
  – CTS sink cnt: 4
  – TritonCTS clock tree: done
  – Hold-fix buffers, CTS: 0
  – Worst-skew pair later-pin latency: between 0.2 and 0.25 ns
  – Reg clk slew, reported paths: around 0.040 ns
  – Maximum root-to-sink buffer count: 2
  – Root Buffer Master: clkbuf_4
  – CTS buffer count: 3
  – H-Tree Depth: 1

Routing
  – Post-Route WL: 1.88 mm
  – DRT iter0 DRCs: 29
  – DR top layer: met4
  – Met3 Wirelength: 202 um
  – Via-per-instance ratio: 3.73
  – Pre-antenna DRT Iters: 3
  – Wire length on met2: 904 um
  – ANT cells: 0
  – Vias post-DR: 567
  – Routed Antenna Nets: 0
  – Avg WL per Cell: between 10 and 15 um
  – M1 WL: 746 um
  – DRC: 0

STA
  – Period utilization: 1.21
  – Endpoints failing setup: 27
  – Hold Fails Final Rpt: 0
  – RSZ-0062 raised after global routing: true
  – Minimum clock period: between 1.5 and 2 ns
  – Skew final: 0.00337 ns
  – Hold Slack: 0.269 ns
  – Final Max Slew Viols: 0
  – Worst Slack Setup Final: -0.312 ns
  – Fmax: 552 MHz

Global routing
  – Global-route wire length before repair: about 3 mm
  – Largest net degree at the start of global routing: 11
  – Antenna violations before repair: 0
  – Overflow after GRT: 0
  – Vias in the first global route: ~620
  – Total Routing Usage GR: 0.0573

Place
  – Gp weighted congestion: 0.679
  – # placed instances: 137
  – Pre-CTS setup slack: -0.485 ns
  – Buffers on Ports: 28
  – Hpwl dp: 1.28 mm

Outcome
  – Failing checks: setup timing
  – Status: finished with violations

Yosys
  – Ys async rst share: 1.00
  – Syn Inst Count: 61
  – Dominant cell type by area after synthesis: dfrtp_1
  – Yosys stat area: 543 sq um
  – Main flop type: dfrtp_1
  – Seq share, synth: 0.184
  – Top cells by area: dfrtp_1 18%, buf_4 18%, ha_1 9.2%
  – Post-synth EDFFs: 0
  – Synthesized registers: 4
  – Synth top area share: 0.184
  – Yosys Warn Count: 67
  – Top post-synthesis cells by count: 13 x buf_4, 5 x and2_1, 4 x dfrtp_1, 4 x ha_1, 4 x nor2_1
  – Yosys top cell by instances: buf_4
  – Distinct lib cells: 25
  – Yosys cell count: 61
  – Mean post-synth cell area: 8.90 sq um
  – Synth Cell Area: between 500 and 600 sq um

Final layout
  – Final Core Density: 0.322
  – Non-filler instance count after layout: between 150 and 200
  – Layout cells sized above 1: 0.783
  – Largest Register: PC
  – Number of flip-flops under the largest register name: 4
  – P&R area growth vs syn: 102%
  – Biggest regs: PC x4

Floorplanning
  – Total core area: approximately 3400 sq um
  – FP Core Util: 0.159
  – Die height: 80 um
  – Die area: 6400 sq um
  – Die W: ~80 um
  – Site Rows: 21
  – I/O pins: 34

Power
  – Leak: ~0.00057 uW
  – P per Cell Area: 230 nW/um^2
  – Max VDD drop: 0.0000849 V

Job
  – Max-cap viol count: 0
  – OpenROAD warning count: 30

Hold path
  – Hold Crit Class: in2async
[cell usage in the layout, fill, tap and decap left out, types with 3 or more instances in the layout]
cell type / instances
conb_1: 5
buf_2: 18
buf_6: 20
and2_4: 5
buf_4: 11
a211oi_2: 4
nor3_2: 3
ha_4: 4
clkbuf_4: 3
[power by group]
group / total (uW) / internal (uW) / switching, uW
Sequential: 108 / 108 / 0
Combinational: 5.16 / 2.32 / 2.85
Clock: 139 / 89.8 / 49.2
Total: 253 / 201 / 52.1
[how the worst max path moves through the flow]
stage                         end  slack, ns  startpoint  cells past startpoint
global route  Instruction_code[4]      -0.39       PC[2]                      6
CTS           Instruction_code[2]      -0.31       PC[3]                      5
finish        Instruction_code[2]      -0.31       PC[2]                      6
[critical path, cell delays in order (launching register included)]
cell and delay [ns]:
dfrtp_1 0.40, buf_6 0.15, ha_4 0.17, nor2_2 0.15, buf_4 0.14, nor3_2 0.03
dlygate4sd2_1 0.24
[cells by family (layout without fill, tap and decap cells)]
group	Yosys count	in the layout	synth area share
other	1	5	0.00691
adder cells (fa/ha/maj)	4	4	0.0922
XOR/XNOR	2	2	0.0323
flip-flops	4	4	0.184
AND-OR/OR-AND	10	10	0.152
buffers and inverters	18	59	0.249
AND/OR/NAND/NOR	21	21	0.265
multiplexers	1	1	0.0184
[repair_timing]
| item | in CTS | in global routing |
|---|---|---|
| resized | 119 | 12 |
| hold endpoints to repair | 0 | 0 |
| pin swaps | 17 | 14 |
| setup buffers | 10 | 3 |
| setup endpoints to repair | 27 | 27 |
[per-layer routing]
| metal | vias up | track usage |
|---|---|---|
| met5 | - | 0 |
| met4 | 0 | 0.0106 |
| met3 | 4 | 0.0295 |
| met2 | 23 | 0.0899 |
| met1 | 264 | 0.0689 |
| li1 | 276 | - |
[stage by stage]
step	total power (uW)	cell area [sq um]	setup TNS [ns]
CTS	254	1020	-5.35
floorplan	119	558	0
detailed placement	116	870	-10.53
global placement	116	870	-9.69
global route	266	1100	-7.53
finish	253	1100	-5.53
[area by class of cell]
cell class	instances	area, sq um
inverters	3	18.8
multi-input cells	43	452
fillers	345	2320
clock buffers	3	22.5
repair buffers	53	445
flip-flops and latches	4	103
well taps	46	57.6
No activity file was given, so power comes from the tool's default toggle rates.
